**./design.v**
```verilog
module counter_module(
					input logic clk,
					input logic rst,
					input logic [1:0] CONTROL_SIGNALS,
					input logic [3:0] inital_value,
					input logic INIT_SIGNAL,
					output logic [3:0] counter,
					output logic [1:0] WHO,
					output logic GAMEOVER
					);
	logic  WINNER_FLAG;
	logic  LOSER_FLAG;
	logic clear;
	logic [3:0] Number_of_lose_counter , Number_of_win_counter;
	always @(posedge clk ) begin
		if(rst || clear) begin  
			if(CONTROL_SIGNALS == 2'b10 || CONTROL_SIGNALS == 2'b11) 
				counter <= 4'b1111; 
			else
				counter <= 0; 
			Number_of_lose_counter <= 0;
			Number_of_win_counter <= 0;
			WHO <=2'b00;
			GAMEOVER <=0;
		end
		else begin
			if(INIT_SIGNAL) begin
				counter <= inital_value;
			end
			else begin
				case (CONTROL_SIGNALS)
					2'b00: counter <= counter + 1;
					2'b01: counter <= counter + 2;
					2'b10: counter <= counter - 1;
					2'b11: counter <= counter - 2;
				endcase
			end
		end
	end
	always @(counter) begin
			if((counter == 15))WINNER_FLAG <=1;
			else WINNER_FLAG <=0;
			if((counter == 0))LOSER_FLAG <=1;
			else LOSER_FLAG <=0;
			#2 begin 
				WINNER_FLAG<=0;
				LOSER_FLAG<=0;
			end
	end
	always @(WINNER_FLAG , LOSER_FLAG) begin
		if(!rst || !clear) begin 
			if(WINNER_FLAG)
				Number_of_win_counter <= Number_of_win_counter + 1;
			else if(LOSER_FLAG)
				Number_of_lose_counter  <= Number_of_lose_counter + 1;
		end
	end
	always @(Number_of_win_counter,Number_of_lose_counter)begin
		if(Number_of_win_counter == 15)begin
			WHO <=2'b10;
			GAMEOVER <=1;
		end
		else if(Number_of_lose_counter == 15)begin
			WHO <=2'b01;
			GAMEOVER <=1;
		end
		else begin
			WHO <=2'b00;
			GAMEOVER <=0;
		end
	end
	always @(GAMEOVER)begin
		if (GAMEOVER==1) begin
			#1 clear <=1;
			#1 clear <=0;
		end
	end
endmodule 
```
**./run.sh**
```bash
#!/bin/bash
# OpenROAD 26Q1-2900-gdf79404cd8, Yosys 0.63+post, stock flow scripts
make -C /OpenROAD-flow-scripts/flow DESIGN_CONFIG=/design/flow/config.mk WORK_HOME=/design/flow/orfs finish
```
**./constraint.sdc**
```tcl
current_design counter_module

set clk_period 4.0
set clk_io_pct 0.2

create_clock -name clk0 -period $clk_period [get_ports {clk}]

set non_clock_inputs [all_inputs -no_clocks]
set_input_delay [expr $clk_period * $clk_io_pct] -clock clk0 $non_clock_inputs
set_output_delay [expr $clk_period * $clk_io_pct] -clock clk0 [all_outputs]
```
**./config.mk**
```make
export PLATFORM = sky130hd
export DESIGN_NAME = counter_module
export DESIGN_NICKNAME = counter_module
export VERILOG_FILES = /design/flow/design.v
export SDC_FILE = /design/flow/constraint.sdc
export NUM_CORES = 4
export LEC_CHECK = 1
export CORE_AREA = 10 10 70 70
export DIE_AREA = 0 0 80 80
```
==> impl_metrics.py <==
# Generated from Yosys and OpenROAD reports
metrics = {
    "global_routing": {
        "grt_max_degree": 11,
        "grt_pass1_vias": 349,
        "grt_overflow": 0,
        "track_usage_pct": 3.26,
        "grt_pass1_wl_um": 1590,
        "antenna_found_initial": 0,
    },
    "sta": {
        "fmax_mhz": 404,
        "fin_skew_ps": 4.89,
        "tns_ps": 0,
        "rsz0062_at_grt": "no",
        "hold_viol": 0,
        "setup_viol": 0,
        "slew_violations": 0,
        "post-route-period-util_pct": 61.9,
        "period_needed_ps": 2480,
    },
    "floorplanning": {
        "fp_util_pct": 10.9,
        "pin_count": 16,
        "rows": 21,
        "core_region_area_um2": 3420,
        "die-area_um2": 6400,
        "die_x_um": 80,
        "die_height_um": 80,
    },
    "layout": {
        "top_regs": "counter x4",
        "seq_area_um2": 90.1,
        "utilization_pct": 16.2,
        "mi_logic_area_um2": 253,
        "largest_reg_flops": 4,
        "fillerInstances": 392,
        "top_register": "counter",
        "drive_above_1_share_pct": 8.77,
        "syn_to_final_growth_pct": 48.7,
        "fin_area_um2": 554,
    },
    "clocking": {
        "cts_hold_buf": 0,
        "cts_htree_levels": 1,
        "cts_buffers": 3,
        "clock_path_buffers": 2,
        "postCtsSetupRepairBufs": 0,
        "worstSkewPairLatency_ps": 240,
        "cts_tree": "yes",
        "root_buffer": "clkbuf_4",
        "clock_sinks": 4,
        "cts_resized": 0,
        "clk_pin_slew_ps": 40,
    },
    "drt": {
        "drtPass1Iterations": 4,
        "via_per_inst": 3.32,
        "drc_errors": 0,
        "diodes": 0,
        "antenna_left": 0,
        "wirelength_um": 1020,
        "drt-initial-drc-count": 32,
        "vias": 342,
        "wl_per_cell_um": 9.85,
    },
    "run": {
        "warning_count": 25,
        "drv_cap": 0,
    },
    "place": {
        "port-buffer-count": 12,
        "place_hpwl_um": 818,
        "gp_congestion": 0.723,
        "place_area_um2": 528,
    },
    "worst_setup_path": {
        "crit_arrival_ps": 2640,
        "worstSetupPathType": "in -> reg",
        "worst-path-max-fanout": 10,
        "cp.required_ps": 4160,
        "crit_path_start_kind": "primary input",
        "endpoint_kind": "flop",
    },
    "logic_synthesis": {
        "avgSynthCellArea_um2": 8.47,
        "syn-cell-area_um2": 373,
        "ys_area_um2": 373,
        "yosys_cells": 44,
        "aoi_share_pct": 19.8,
        "ys_sh_simple_pct": 21.1,
        "ys.flops": 4,
        "ys_seq_share_pct": 24.2,
        "syn-instance-count": 44,
        "yosys_warnings": 28,
        "ys_sh_adder_pct": 8.72,
        "top_logic_kind": "simple AND/OR/NAND/NOR gates",
        "yosysUniqueCellTypes": 24,
        "mux_share_pct": 5.70,
        "synthXorXnorAreaFrac_pct": 9.40,
    },
    "power": {
        "vdd_drop_max_v": 0.000113,
        "pwr_density_cell_nw_per_um2": 298,
        "p_leak_uw": 0.000201,
    },
    "status": {
        "run_status": "complete, no violations",
    },
    "worst_hold_path": {
        "hold_class": "reg -> reg",
    },
}
worst paths after layout:
check | from | to | slack [ps] | cells after the start
worst max-delay path | CONTROL_SIGNALS[0] | counter[3] | 1520 | 7
worst min-delay path | counter[3] | counter[3] | 660 | 3
worst max register to register | counter[1] | counter[3] | 2310 | 6
worst min register to register | counter[3] | counter[3] | 660 | 3
layout by cell type, fill, tap and decap left out, types with 2 or more instances in the layout:
| master | instances |
|---|---|
| a211oi_1 | 5 |
| a21oi_1 | 3 |
| clkbuf_4 | 3 |
| clkdlybuf4s50_1 | 12 |
| conb_1 | 3 |
| dfxtp_1 | 3 |
| inv_1 | 2 |
| nand2_1 | 2 |
| nor2_1 | 4 |
| or3_1 | 2 |
| xnor2_1 | 4 |
metrics by stage:
| stage | hold WS (ps) | setup slack (ps) | cells | total power, µW |
|---|---|---|---|---|
| finish | 665 | 1520 | 103 | 165 |
| global route | 706 | 1360 | 103 | 180 |
| CTS | 671 | 1530 | 103 | 169 |
| detailed placement | 655 | 1310 | 99 | 112 |
| global placement | 644 | 1310 | 99 | 111 |
| floorplan | 593 | 1820 | 46 | 88.1 |
cell type report:
| type | instances | area share, % |
|---|---|---|
| clock buffer | 4 | 4.74 |
| timing repair buffer | 12 | 21.7 |
| multi-input combinational | 35 | 45.6 |
| inverter | 2 | 1.35 |
| tap | 46 | 10.4 |
| sequential | 4 | 16.3 |
worst max-delay path, cell delays in order:
cell and delay (ps):
clkdlybuf4s50_1 670, nand2_1 110, fa_1 390, xnor2_1 150, xnor2_1 130, a211oi_1 260
o2bb2ai_1 130
report_power, final:
| group | switching, µW | total (µW) | internal [µW] |
|---|---|---|---|
| clock network | 17.1 | 54.5 | 37.5 |
| logic | 22.5 | 57.3 | 34.8 |
| registers | 6.11 | 53.2 | 47.1 |
kinds of logic after synthesis:
kind of cell,after synthesis
and+or+nand+nor,13
AOI/OAI and AO/OA,11
buffers and inverters,7
xor gates and xnor gates,4
DFF,4
adders and majority gates,2
muxes,2
other,1
layer usage:
layer | part of all wire [%] | vias up | global-route usage, %
li1 | - | 178 | -
met1 | 56 | 148 | 4.58
met2 | 31 | 16 | 3.53
met3 | 13 | 0 | 2.95
met4 | 0 | 0 | 0.352
met5 | 0 | - | 0
synthesized netlist by cell type:
master / number / share of area (%)
fa_1: 1 / 5.4
a21o_1: 1 / 2.0
or3b_1: 1 / 2.3
conb_1: 1 / 1.0
mux2_2: 1 / 3.0
mux2i_1: 1 / 2.7
dfxtp_1: 3 / 16
inv_1: 2 / 2.0
and4b_1: 1 / 2.7
nand2_1: 2 / 2.0
ha_1: 1 / 3.4
a21oi_1: 3 / 4.0
clkbuf_1: 2 / 2.0
xnor2_1: 4 / 9.4
nor2b_1: 1 / 1.7
o21ai_0: 1 / 1.3
or3_1: 2 / 3.4
and2b_4: 1 / 2.7
a211oi_1: 5 / 10
nor2_1: 4 / 4.0
nor4b_1: 1 / 2.3
edfxtp_1: 1 / 8.1
o2bb2ai_1: 1 / 2.3
buf_4: 3 / 6.0
Power is estimated from default activity; no workload was simulated.
